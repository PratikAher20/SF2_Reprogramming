### flow/design.v
module Ram_intferface( 
        input CLK,
        input RESETn,
    output reg o_reset_n,
	output reg [5:0] o_TPSRAM_WADDR_sv,
	output reg [5:0] o_TPSRAM_RADDR_sv,
	output reg [7:0] o_TPSRAM_WD,
	output reg o_TPSRAM_WEN,
	output reg o_TPSRAM_REN,
	input [7:0] i_TPSRAM_RD_sv
);
parameter [2:0] ST_TPSRAM_INIT		= 0,
        ST_TPSRAM_DELAY     = 1,
		ST_TPSRAM_WR		= 2,
		ST_TPSRAM_IDLE		= 3,
		ST_TPSRAM_RDBK		= 4,
		ST_TPSRAM_RES_UPDATE	= 5
		;
reg [5:0] next_addr;
reg [7:0] next_data;
reg [7:0] expected_data;
reg [2:0] state_tpsram_access;
reg [15:0] counter;
reg tpsram_test_complete;
reg tpsram_pass;
wire flag_1ms;
assign flag_1ms = (counter == 16'h61A8) ? 1 : 0;
always @ (posedge CLK, negedge RESETn)
begin
    if(!RESETn) begin
	state_tpsram_access <= ST_TPSRAM_INIT;
	o_TPSRAM_REN <= 0;
	o_TPSRAM_WEN <= 0;
	o_TPSRAM_WD <= 0;
	o_TPSRAM_RADDR_sv <= 0;
	o_TPSRAM_WADDR_sv <= 0;
	next_addr <= 0;
	next_data <= 0;
	expected_data <= 0;
	tpsram_test_complete <= 1'b1;
	tpsram_pass <= 1'b1;
    o_reset_n            <= 1'b1;
    counter      <= 16'h0;
    end else begin
	case (state_tpsram_access)
	    ST_TPSRAM_INIT: begin
        state_tpsram_access <= ST_TPSRAM_DELAY;
		o_TPSRAM_REN <= 0;
		o_TPSRAM_WEN <= 0;
		o_TPSRAM_WD <= 0;
		o_TPSRAM_RADDR_sv <= 0;
		o_TPSRAM_WADDR_sv <= 0;
        o_reset_n            <= 1'b1;
		next_addr <= 0;
		next_data <= 0;
		expected_data <= 0;
		tpsram_test_complete <= 1'b1;
		tpsram_pass <= 1'b1;
	    end
	    ST_TPSRAM_DELAY: begin
        counter <= counter + 1'b1 ;
 		if(flag_1ms) begin
           state_tpsram_access <= ST_TPSRAM_WR;
		end     
	    end
	    ST_TPSRAM_WR: begin
        counter <= 16'h0;
		o_TPSRAM_WEN <= 1'b1;
		o_TPSRAM_WADDR_sv <= next_addr;
		o_TPSRAM_WD <= next_data;
		if(next_addr == 6'h3) begin
		    o_TPSRAM_WEN <= 1'b0;
		    next_addr <= 0;
		    state_tpsram_access <= ST_TPSRAM_IDLE;
		    o_TPSRAM_REN <= 1'b1;
		    o_TPSRAM_RADDR_sv <= 0;
		    expected_data <= 0;
		end else begin
		    next_addr <= next_addr + 1'b1;
		    next_data <= next_data + 1'b1;
		end
	    end
	    ST_TPSRAM_IDLE: begin
		state_tpsram_access <= ST_TPSRAM_RDBK;
		    next_addr <= next_addr + 1'b1;
		    o_TPSRAM_RADDR_sv <= next_addr + 1'b1;
	    end
	    ST_TPSRAM_RDBK: begin
		if(i_TPSRAM_RD_sv != expected_data) begin
		    tpsram_test_complete <= 1'b0;
		    tpsram_pass <= 1'b1;
            o_reset_n            <= 1'b0;
		    state_tpsram_access <= ST_TPSRAM_RES_UPDATE;
		end else begin
		    expected_data <= expected_data + 1'b1;
		end
		if(next_addr == 6'h3) begin
		    next_addr <= 0;
		    o_TPSRAM_REN <= 0;
		    tpsram_test_complete <= 1'b0;
		    tpsram_pass <= 1'b0;
		    state_tpsram_access <= ST_TPSRAM_RES_UPDATE;
		end else begin
		    next_addr <= next_addr + 1'b1;
		    o_TPSRAM_REN <= 1'b1;
		    o_TPSRAM_RADDR_sv <= next_addr + 1'b1;
		end
	    end
	    ST_TPSRAM_RES_UPDATE: begin
        state_tpsram_access <= ST_TPSRAM_RES_UPDATE;
	    end
	    default: begin
            o_reset_n            <= 1'b1;
	    end
	endcase
    end
end
endmodule
### flow/run.sh
#!/bin/bash
# OpenROAD 26Q1-2900-gdf79404cd8, Yosys 0.63+post, stock flow scripts
make -C /OpenROAD-flow-scripts/flow DESIGN_CONFIG=/design/flow/config.mk WORK_HOME=/design/flow/orfs finish
### flow/config.mk
export PLATFORM = sky130hd
export DESIGN_NAME = Ram_intferface
export DESIGN_NICKNAME = Ram_intferface
export VERILOG_FILES = /design/flow/design.v
export SDC_FILE = /design/flow/constraint.sdc
export NUM_CORES = 4
export LEC_CHECK = 1
export CORE_UTILIZATION = 40
### flow/constraint.sdc
current_design Ram_intferface

set clk_period 3.3
set clk_io_pct 0.2

create_clock -name clk0 -period $clk_period [get_ports {CLK}]

set non_clock_inputs [all_inputs -no_clocks]
set_input_delay [expr $clk_period * $clk_io_pct] -clock clk0 $non_clock_inputs
set_output_delay [expr $clk_period * $clk_io_pct] -clock clk0 [all_outputs]
==> impl_metrics.env <==
# implementation run metrics
export IMPL_clock_skew_ns=0.007910
export IMPL_drv_cap=0
export IMPL_ctsRootBufferMaster="clkbuf_8"
export IMPL_die_y_um=91.75
export IMPL_tns_ns=0
export IMPL_edf_count=0
export IMPL_post_cts_buffers=0
export IMPL_hpwl_um=4172
export IMPL_diodes=0
export IMPL_worstPathArrival_ns=2.54
export IMPL_mi_logic_area_um2=1445
export IMPL_clock_path_buffers=2
export IMPL_grt_max_degree=37
export IMPL_grt_overflow=0
export IMPL_start_kind="flip-flop"
export IMPL_cts_made_buffers=9
export IMPL_min_path_type="in2async"
export IMPL_wire_per_inst_um=13.63
export IMPL_antenna_found_initial=0
export IMPL_outcome="complete, no violations"
export IMPL_crit_fanout=11
export IMPL_flop_cell="dfrtp_1"
export IMPL_core_um2=7767
export IMPL_total_power_mw=1.747
export IMPL_cp_slowest_cell="or4_1"
export IMPL_slew_viol_final=0
export IMPL_place_area_um2=3655
export IMPL_grtUsageTotal_pct=17.00
export IMPL_cts_resized=0
export IMPL_htree_levels=3
export IMPL_tool_warnings=26
export IMPL_cp_required_ns=3.57
export IMPL_insertion_delay_ns=0.33
export IMPL_syn_inst=324
export IMPL_area_leaders="dfrtp_1, nand2_1, xor2_1"
export IMPL_drive_gt1_share_pct=8.815
export IMPL_worst_slew_pin_slew_ns=0.7796
export IMPL_initCoreUtil_pct=41.48
export IMPL_yosysUniqueCellTypes=46
export IMPL_dieArea_um2=8417
export IMPL_post_route_cell_area_um2=3850
export IMPL_max_freq_mhz=439.7
export IMPL_ant_nets=0
export IMPL_peakVddDrop_mv=0.2769
export IMPL_io_pins=33
export IMPL_p_per_area_nw_per_um2=453.7
export IMPL_synth_warning_count=1
export IMPL_drt_wl_total_um=6340
export IMPL_cts_sinks=67
export IMPL_gp_congestion=0.8145
export IMPL_drt_initial_drc_count=84
export IMPL_regArea_um2=1679
export IMPL_drc=0
export IMPL_port_buffers=32
export IMPL_worstSetupPathType="reg2reg"
export IMPL_rsz0062_at_grt="no"
export IMPL_critPathTopFamily="simple AND/OR/NAND/NOR gates"
export IMPL_ys_ff=67
export IMPL_area_growth_pct=19.50
export IMPL_top_area_share_pct=50.49
export IMPL_cts_tree="done"
export IMPL_synth_seq_share_pct=52.12
export IMPL_worstPathCellList="ha_1 > and2b_1 > a21o_1 > o31ai_1 > buf_4 > or4_1 > nand3_1"
export IMPL_clk_transition_reported_paths_ns=0.07
export IMPL_via_per_inst=5.249
export IMPL_r2r_setup_slack_ns=1.03
export IMPL_syn_cell_area_um2=3222
export IMPL_final_min_clock_period_ns=2.274
export IMPL_ys_chip_area_um2=3222
export IMPL_grt_pass1_wl_um=11180
export IMPL_rows=32
export IMPL_dr_pass1_iters=4
export IMPL_path_buffers=1
export IMPL_end_kind="flip-flop"
export IMPL_finalSetupViolCount=0
export IMPL_power_leakage_nw=1.773
export IMPL_syn_area_per_cell_um2=9.944
export IMPL_hold_buffers=0
export IMPL_die_width_um=91.75
export IMPL_ys_cells=324
export IMPL_finalHoldViolations=0
export IMPL_num_vias=2441
export IMPL_grt_pass1_vias=2277
export IMPL_crit_path_max_incr_delay_ns=0.50
export IMPL_maxSlewHeadroom_pct=48.02
export IMPL_synthArstFlopShare_pct=100.0
export IMPL_finalCritPeriodShare_pct=68.92
export IMPL_n_fill_cell=738
export IMPL_synth_area_leader_cell="dfrtp_1"
-- worst paths after layout --
check                                                       from  cells after the start                                to
worst max-delay path                    next_addr[0]$_DFFE_PN0P_                      7      expected_data[6]$_DFFE_PN0P_
worst min-delay path                                      RESETn                      1            counter[8]$_DFFE_PN0P_
worst max register to register          next_addr[0]$_DFFE_PN0P_                      7      expected_data[6]$_DFFE_PN0P_
worst min register to register  state_tpsram_access[4]$_DFF_PN0_                      1  state_tpsram_access[4]$_DFF_PN0_
max in group asynchronous                                 RESETn                      2  state_tpsram_access[0]$_DFF_PN1_
min in group clk0               state_tpsram_access[4]$_DFF_PN0_                      1  state_tpsram_access[4]$_DFF_PN0_
-- report_power, final --
group	total (mW)	internal, mW	switching [mW]	leakage, nW
logic	0.164	0.0740	0.0896	0.769
clock network	0.667	0.369	0.298	0.0926
registers	0.916	0.866	0.0497	0.911
-- registers in the layout, summed over array words and instances (netlist names) --
name / flops
o_TPSRAM_WEN: 1
next_data: 8
o_TPSRAM_WADDR_sv: 6
next_addr: 6
o_TPSRAM_WD: 8
o_reset_n: 1
o_TPSRAM_RADDR_sv: 6
o_TPSRAM_REN: 1
state_tpsram_access: 6
expected_data: 8
counter: 16
-- worst register-to-register path, cell delays in order, from the launching register on --
cell and delay (ns):
dfrtp_1 0.42, ha_1 0.23, and2b_1 0.24, a21o_1 0.38
o31ai_1 0.13, buf_4 0.21, or4_1 0.51, nand3_1 0.09
-- cell families (layout without fill, tap and decap cells) --
| kind of cell | count (synthesis) | count (layout) | share of synthesized area, % |
|---|---|---|---|
| fa+ha+maj | 5 | 5 | 1.942 |
| flops | 67 | 67 | 52.12 |
| mux | 1 | 1 | 0.3107 |
| xor+xnor | 22 | 22 | 5.980 |
| buf+inv | 23 | 62 | 3.029 |
| compound gates | 68 | 68 | 13.98 |
| simple gates | 137 | 137 | 22.53 |
| other cells | 1 | 1 | 0.1164 |
-- cells in the final DEF (no fill, tap or decap), drive strengths merged, types with 8 or more instances in the layout --
cell	instances
nor2	21
nand3	16
a22o	13
dfrtp	65
clkdlybuf4s50	31
nand2	49
inv	8
and3	8
xor2	18
clkbuf	12
o21ai	27
-- Yosys cell counts, types with 6 or more instances --
| cell | number |
|---|---|
| a21oi_1 | 7 |
| dfrtp_1 | 65 |
| o21ai_0 | 27 |
| clkbuf_1 | 10 |
| inv_1 | 8 |
| and3_1 | 8 |
| xor2_1 | 18 |
| nor2_1 | 21 |
| nand2_1 | 48 |
| a22o_1 | 13 |
| nand4_1 | 6 |
| nand3_1 | 16 |
-- area by class of cell --
| class | instances | share of cell area (%) |
|---|---|---|
| Tap cell | 102 | 3.315 |
| Clock inverter | 4 | 1.300 |
| Sequential cell | 67 | 43.61 |
| Clock buffer | 12 | 3.770 |
| Multi-Input combinational cell | 234 | 37.54 |
| Timing Repair Buffer | 38 | 9.685 |
| Inverter | 8 | 0.7800 |
-- metrics by stage --
step | utilization [%] | hold slack (ns) | std cells | worst slack (ns)
finish | 49.57 | 0.3986 | 465 | 1.026
global route | 49.57 | 0.4642 | 465 | 0.8846
CTS | 49.57 | 0.4116 | 465 | 1.026
detailed placement | 47.05 | 0.4365 | 449 | 0.7633
global placement | 47.05 | 0.4301 | 449 | 0.8273
floorplan | - | 0.3644 | 324 | 1.325
-- routing by layer --
layer | up-vias | routed length (um) | GRT usage [%]
met3 | 6 | 238 | 3.713
met4 | 0 | 70 | 1.302
met5 | - | 0 | 0
met1 | 1184 | 3343 | 29.54
met2 | 39 | 2688 | 23.75
li1 | 1212 | - | -
Power is estimated from default activity; no workload was simulated.
